$ cat /design/flow/config.mk
export PLATFORM = sky130hd
export DESIGN_NAME = ElevatorFSM
export DESIGN_NICKNAME = ElevatorFSM
export VERILOG_FILES = /design/flow/design.v
export SDC_FILE = /design/flow/constraint.sdc
export NUM_CORES = 4
export LEC_CHECK = 1
export CORE_UTILIZATION = 30
$ cat /design/flow/constraint.sdc
current_design ElevatorFSM

set clk_period 3.6
set clk_io_pct 0.2

create_clock -name clk0 -period $clk_period [get_ports {CLOCK_50}]

set non_clock_inputs [all_inputs -no_clocks]
set_input_delay [expr $clk_period * $clk_io_pct] -clock clk0 $non_clock_inputs
set_output_delay [expr $clk_period * $clk_io_pct] -clock clk0 [all_outputs]
$ cat /design/flow/design.v
module ElevatorFSM(
    input  wire        CLOCK_50,       
    input  wire [3:0]  KEY,            
    input  wire [17:0] SW,             
    output wire [6:0]  HEX0,           
    output wire [8:0]  LEDG,           
    output wire [3:0]  LEDR            
);
    wire reset_n    = ~SW[17];
    wire emergency  = SW[4];
    wire overload   = SW[5];
    wire door_hold  = SW[6];
    localparam [1:0] FLOOR_MIN = 2'd0, FLOOR_MAX = 2'd3;
    localparam [1:0] S_IDLE = 2'd0, S_MOVE = 2'd1, S_DOOR = 2'd2;
    localparam [26:0] MOVE_LIMIT = 27'd50000000,
                      DOOR_LIMIT = 27'd100000000;
    reg  [1:0]  state, floor;
    reg         dir_up, dir_locked;
    reg  [26:0] timer;
    reg         led_door;
    reg         led_up;
    reg         led_dn;
    reg  [3:0]  cabin_req,    next_cabin_req;
    reg  [3:0]  ext_up_req,   next_ext_up_req;
    reg  [3:0]  ext_dn_req,   next_ext_dn_req;
    wire [3:0]  ext_any  = ext_up_req | ext_dn_req;
    wire [3:0]  pending  = cabin_req | ext_any;
    wire cabin_above = (floor < FLOOR_MAX) && |(cabin_req >> (floor+1));
    wire cabin_below = (floor > FLOOR_MIN) && |(cabin_req & ((1<<floor)-1));
    wire ext_above   = (floor < FLOOR_MAX) && |(ext_any   >> (floor+1));
    wire ext_below   = (floor > FLOOR_MIN) && |(ext_any   & ((1<<floor)-1));
    always @(posedge CLOCK_50 or negedge reset_n) begin
        if (!reset_n) begin
            state        <= S_IDLE;
            floor        <= FLOOR_MIN;
            dir_up       <= 1'b0;
            dir_locked   <= 1'b0;
            timer        <= 27'd0;
            cabin_req    <= 4'd0;
            ext_up_req   <= 4'd0;
            ext_dn_req   <= 4'd0;
            led_door     <= 1'b0;
            led_up       <= 1'b0;
            led_dn       <= 1'b0;
        end
        else if (emergency) begin
            state      <= S_IDLE;
            timer      <= 27'd0;
            led_up     <= 1'b0;
            led_dn     <= 1'b0;
            led_door   <= 1'b0;
        end
        else if (overload && (state == S_IDLE || state == S_DOOR)) begin
            state      <= S_DOOR;
            timer      <= 27'd0;
            led_door   <= 1'b1;
            led_up     <= 1'b0;
            led_dn     <= 1'b0;
        end
        else begin
            next_cabin_req  = cabin_req   | ~KEY;
            next_ext_up_req = ext_up_req  | SW[3:0];
            next_ext_dn_req = ext_dn_req  | SW[11:8];
            case (state)
                S_IDLE: begin
                    if (dir_locked) begin
                        if (dir_up && !(cabin_above || ext_above))
                            dir_locked <= 1'b0;
                        else if (!dir_up && !(cabin_below || ext_below))
                            dir_locked <= 1'b0;
                    end else begin
                        dir_locked <= 1'b0;
                    end
                    led_door <= 1'b0;
                    led_up   <= 1'b0;
                    led_dn   <= 1'b0;
                    timer    <= 27'd0;
                    if (cabin_req[floor]) begin
                        next_cabin_req[floor] = 1'b0;
                        state <= S_DOOR;
                    end else if ((|cabin_req)
                            ? ((ext_up_req[floor] && dir_up) || (ext_dn_req[floor] && !dir_up))
                            : (ext_up_req[floor] || ext_dn_req[floor])) begin
                        next_ext_up_req[floor] = 1'b0;
                        next_ext_dn_req[floor] = 1'b0;
                        state <= S_DOOR;
                    end else if (|cabin_req) begin
                        if (!dir_locked) begin
                            if (cabin_above && !cabin_below)
                                dir_up <= 1'b1;
                            else if (!cabin_above && cabin_below)
                                dir_up <= 1'b0;
                            else
                                dir_up <= (floor >= (FLOOR_MAX - floor));
                        end
                        dir_locked <= 1'b1;
                        state      <= S_MOVE;
                    end else if (|ext_any) begin
                        if (!dir_locked) begin
                            if (ext_above && !ext_below)
                                dir_up <= 1'b1;
                            else if (!ext_above && ext_below)
                                dir_up <= 1'b0;
                            else
                                dir_up <= (floor >= (FLOOR_MAX - floor));
                        end
                        dir_locked <= 1'b1;
                        state      <= S_MOVE;
                    end
                end
                S_MOVE: begin
                    led_up <= dir_up;
                    led_dn <= ~dir_up;
                    timer  <= timer + 1;
                    if (timer == MOVE_LIMIT) begin
                        timer <= 27'd0;
                        if (dir_up && floor < FLOOR_MAX)
                            floor <= floor + 2'd1;
                        if (!dir_up && floor > FLOOR_MIN)
                            floor <= floor - 2'd1;
                        state <= S_IDLE;
                    end
                end
                S_DOOR: begin
                    led_door <= 1'b1;
                    if (!door_hold) begin
                        timer <= timer + 1;
                        if (timer == DOOR_LIMIT) begin
                            timer               <= 27'd0;
                            next_cabin_req[floor]  = 1'b0;
                            next_ext_up_req[floor] = 1'b0;
                            next_ext_dn_req[floor] = 1'b0;
                            state               <= S_IDLE;
                        end
                    end else begin
                        timer <= timer;  
                    end
                end
            endcase
            cabin_req  <= next_cabin_req;
            ext_up_req <= next_ext_up_req;
            ext_dn_req <= next_ext_dn_req;
        end
    end
    reg [6:0] hex_reg;
    always @(*) begin
        case (floor)
            2'd0: hex_reg = 7'b1111001;  
            2'd1: hex_reg = 7'b0100100;  
            2'd2: hex_reg = 7'b0110000;  
            2'd3: hex_reg = 7'b0011001;  
            default: hex_reg = 7'b1111111;
        endcase
    end
    assign HEX0      = hex_reg;
    assign LEDG[0]   = led_door;
    assign LEDG[1]   = led_up;
    assign LEDG[2]   = led_dn;
    assign LEDG[3]   = overload;
    assign LEDG[8:4] = 5'b0;
    assign LEDR      = pending;
endmodule
$ cat /design/flow/run.sh
#!/bin/bash
# OpenROAD 26Q1-2900-gdf79404cd8, Yosys 0.63+post, stock flow scripts
make -C /OpenROAD-flow-scripts/flow DESIGN_CONFIG=/design/flow/config.mk WORK_HOME=/design/flow/orfs finish
==> CHANGELOG.md <==
### Metrics

- Syn Area/Cell: 9.26 sq um
- Reg power frac: 52.6%
- Vias in the first global route: 2391
- Worst-Margin Slew: 0.714 ns
- Tmin final: 2.77 ns
- Worst-path cell chain: inv_1 -> ha_1 -> inv_1 -> clkdlybuf4s50_1
- IO buf count: 30
- Comb area: around 1700 sq um
- Clock network power share: between 20% and 30%
- Fmax: around 360 MHz
- Register Area: around 1200 sq um
- Count of final setup violators: 0
- CTS tree: done
- R2R depth: 7
- Number of I/O pins: 43
- Die area: around 11000 sq um
- FF-to-FF End: cabin_req[1]$_DFFE_PP0P_
- Met1 GRT Util: 20.6%
- Yosys top cell by instances: dfrtp_1
- VDD IR max: between 0.00015 and 0.0002 V
- Largest net degree at the start of global routing: 34
- Remaining global-route overflow: 0
- Synthesized registers: 49
- Final worst slack: 0.829 ns
- GRT Util Overall: 13.8%
- FP Util: 31.4%
- Worst Skew: 0.0133 ns
- Hold Startpoint: dir_locked$_DFFE_PP0P_
- Status: complete, no violations
- Worst reg-to-reg setup slack: 1.25 ns
- DRT Pass-1 Iters: 4
- Clock latency at the later pin of the worst-skew pair: 0.30 ns
- Fillers: 986
- Unrepaired setup endpoints after global routing: no
- Critical path launch point type: flip-flop
- Gr busiest metal: met2
- Critical path class: reg2out
- Yosys top cell by area: dfrtp_1
- Total core area: 9950 sq um
- Die width: 104 um
- Clock buffer depth: 2
- Final setup TNS: 0 ns
- 1st-iter DRT viols: 139
- Dominant cell area share: between 30% and 40%
- Post-synthesis sequential area ratio: 39.2%
- P&R area growth vs syn: 15.0%
- Critical path endpoint category: primary output
- Async set-reset flop share out of synthesis: 100%
- Sw frac: a little under a third
- Fin crit share: 77.0%
- Leak Pwr: 1.36 nW
- N_diodes: 0
- GP Congestion: around 0.86
- Initial antenna violation count: 0
- Root Buffer: clkbuf_8
- Fin. Hold Viols: 0
- Pint: 0.000848 W
- R2r startpoint: timer[0]$_DFFE_PP0P_
- Crit-path most repeated cell: inv_1
- Pwr Density: between 300 and 400 nW/um^2
- Main synth FF type: dfrtp_1
- Final WL: about 7000 um
- GR met2 Demand/Resource: roughly 22%
- Max-cap violations: 0
- Vias: 2539
- CP max stage delay: 0.67 ns
- Post-CTS setup buffers: 0
- CTS clk-pin slew, worst paths: 0.10 ns
- Via-to-Cell Ratio: between 5 and 6
- CP required: around 2.9 ns
- Top cells by area: dfrtp_1 (38%), nor2_1 (4.6%), ha_1 (3.2%)
- Yosys Instances: about 340
- Comb power frac: 19.8%
- Syn Std Cell Area: about 3100 sq um
- Hold Path End: dir_up$_DFFE_PP0P_
- OpenROAD warnings: 37
- Resized cells post-CTS: 0
- Mapped Cells: 338
- Hold Buf Count CTS: 0
- Yosys chip area: 3130 sq um
- Hold path depth: 1
- Routed WL per cell: 14.1 um
- Critical-path maximum fanout: 14
- Min-Delay Path Class: reg2reg
- Share of layout cells above drive strength 1: 9.86%
- Met3 usage: 2.11%
- Dpl ws: 0.647 ns
- Slew Limit Fails: 0
- Chip height: around 100 um
- Final ANT Viol Nets: 0
- Post-detail-place hpwl: 5160 um
- CTS H-tree lvls: 2
- Clk sinks: 49
- Top post-synthesis cells by count: dfrtp_1 (48), nor2_1 (38), nand2_1 (24)
- Switch Pwr: 0.000398 W
- DRC: 0
- Cell Type Count: 66
- Rel. slew slack: 52.4%
- First-pass GRT wire length: 12100 um
- Synth warn: 1
- EDFF count, synth: 0
- Max stage delay cell, worst path: dfrtp_1
- Number of CTS-inserted buffers: 5
- Row Count: 36
- Worst endpoint data arrival time: 2.05 ns
-- state kept, by name, indices dropped and copies added, names as in the netlist --
name,cells
dir_up,1
ext_up_req,4
led_up,1
state,3
led_dn,1
floor,2
timer,27
led_door,1
cabin_req,4
ext_dn_req,4
dir_locked,1
-- worst max-delay path: cells and delay by family (launching register included) --
kind	cells	cell delay [ns]
buffers and inverters	3	0.77
flip-flops	1	0.67
adder cells (fa/ha/maj)	1	0.31
-- stage by stage --
stage               power, W  cell area, sq um  instances  utilization [%]  hold slack [ns]
finish               0.00125              3600        498             36.2            0.492
global route         0.00132              3600        498             36.2            0.503
CTS                  0.00126              3600        498             36.2            0.489
detailed placement  0.000914              3500        490             35.2            0.471
global placement    0.000912              3500        490             35.2            0.468
floorplan           0.000833              3150        343                -            0.449
-- power groups by stage --
stage | logic, W | registers [W] | clock network, W
4_1_cts | 0.000250 | 0.000655 | 0.000359
5_1_grt | 0.000275 | 0.000666 | 0.000384
6_report | 0.000246 | 0.000655 | 0.000344
-- worst max-delay path by stage --
stage / slack, ns / from / to
5_1_grt: 0.73 / floor[1]$_DFFE_PP0P_ / HEX0[0]
6_report: 0.83 / floor[1]$_DFFE_PP0P_ / HEX0[3]
4_1_cts: 0.83 / floor[1]$_DFFE_PP0P_ / HEX0[3]
-- kinds of logic (layout without fill, tap and decap cells) --
| logic type | after synthesis | count (layout) | share of synthesized area [%] |
|---|---|---|---|
| buffers and inverters | 39 | 61 | 6.52 |
| AND/OR/NAND/NOR | 134 | 134 | 23.4 |
| XOR/XNOR | 21 | 21 | 5.88 |
| flip-flops | 49 | 49 | 39.2 |
| adder cells (fa/ha/maj) | 10 | 10 | 3.84 |
| other | 1 | 6 | 0.120 |
| AND-OR/OR-AND | 79 | 79 | 18.1 |
| multiplexers | 5 | 5 | 2.96 |
-- layout by cell type (no fill, tap or decap), types with 6 or more instances in the layout --
| master | count |
|---|---|
| nor2_1 | 38 |
| inv_1 | 20 |
| o21ai_0 | 15 |
| nor3_1 | 7 |
| clkdlybuf4s50_1 | 30 |
| ha_1 | 8 |
| a21oi_1 | 19 |
| dfrtp_1 | 48 |
| nand2_1 | 24 |
| nand4_1 | 11 |
| conb_1 | 6 |
| xnor2_1 | 11 |
| nand3_1 | 16 |
| or3_1 | 6 |
| xor2_1 | 10 |
-- metal layers --
| layer | share of wire (%) | wire (um) | vias up |
|---|---|---|---|
| met5 | 0 | 0 | - |
| met4 | 0.97 | 68 | 0 |
| met3 | 3.5 | 247 | 8 |
| met2 | 48 | 3360 | 46 |
| met1 | 48 | 3330 | 1238 |
| li1 | - | - | 1247 |
-- final cells by class --
class | count | area share (%)
Timing Repair Buffer | 32 | 8.76
Clock inverter | 3 | 0.730
Multi-Input combinational cell | 255 | 47.7
Inverter | 21 | 2.19
Clock buffer | 5 | 1.91
Tap cell | 133 | 4.62
Sequential cell | 49 | 34.1
Power and IR drop assume default switching activity.
